===== ./design.v =====
module byte_fifo
  #(parameter DATA_OUT_BYTE_W = 16,
    parameter DATA_IN_BYTES_W = 16,
    parameter FIFO_BYTE_W = 32,    
    parameter NUM_BYTES_IN_W = 
    (DATA_IN_BYTES_W>511) ? 10 :
    (DATA_IN_BYTES_W>255) ? 9 :
    (DATA_IN_BYTES_W>127) ? 8 :
    (DATA_IN_BYTES_W>63)  ? 7 :
    (DATA_IN_BYTES_W>31)  ? 6 :
    (DATA_IN_BYTES_W>15)  ? 5 :
    (DATA_IN_BYTES_W>7)   ? 4 :
    (DATA_IN_BYTES_W>3)   ? 3 :
    (DATA_IN_BYTES_W>1)   ? 2 : 1,
    parameter NUM_BYTES_TAKEN_W =
    (DATA_OUT_BYTE_W>511) ? 10 :
    (DATA_OUT_BYTE_W>255) ? 9 :
    (DATA_OUT_BYTE_W>127) ? 8 :
    (DATA_OUT_BYTE_W>63)  ? 7 :
    (DATA_OUT_BYTE_W>31)  ? 6 :
    (DATA_OUT_BYTE_W>15)  ? 5 :
    (DATA_OUT_BYTE_W>7)   ? 4 :
    (DATA_OUT_BYTE_W>3)   ? 3 :
    (DATA_OUT_BYTE_W>1)   ? 2 : 1,
    parameter ADD_W = 
    (FIFO_BYTE_W>511) ? 10 :
    (FIFO_BYTE_W>255) ? 9 :
    (FIFO_BYTE_W>127) ? 8 :
    (FIFO_BYTE_W>63)  ? 7 :
    (FIFO_BYTE_W>31)  ? 6 :
    (FIFO_BYTE_W>15)  ? 5 :
    (FIFO_BYTE_W>7)   ? 4 :
    (FIFO_BYTE_W>3)   ? 3 :
    (FIFO_BYTE_W>1)   ? 2 : 1
    ) 
   (
    input                     clk,
    input                     rst_n,
    input                     sync_rst,
    input                            input_data_valid,
    input [NUM_BYTES_TAKEN_W-1:0]    num_bytes_taken_from_fifo,
    input [(DATA_IN_BYTES_W*8)-1:0]  input_data,
    input [NUM_BYTES_IN_W-1:0]       num_bytes_in,
    output                           data_valid,
    output reg [ADD_W-1:0]           num_bytes,
    output [(DATA_OUT_BYTE_W*8)-1:0] data
    );
   reg [(FIFO_BYTE_W*8)-1:0]      data_fifo;   
   wire [ADD_W-1:0]               din_shl;
   reg [ADD_W-1:0]                num_bytes_i;
   wire [(FIFO_BYTE_W*8)-1:0]     data_shl;
   wire [(DATA_IN_BYTES_W*8)-1:0] input_data_mask;
   reg [(FIFO_BYTE_W*8)-1:0]      data_fifo_in;
   wire [(FIFO_BYTE_W*8)-1:0]     data_fifo_shr;
   always @(*)
     if (sync_rst) 
       num_bytes_i = {ADD_W{1'b0}};
     else 
       num_bytes_i = (num_bytes_in & {NUM_BYTES_IN_W{input_data_valid}}) - (num_bytes_taken_from_fifo & {NUM_BYTES_TAKEN_W{data_valid}}) + num_bytes; 
   always @(posedge clk or negedge rst_n)
     if (~rst_n)
       num_bytes <= 'b0;
     else if (input_data_valid | data_valid | sync_rst)            
       num_bytes <= #(0.1) num_bytes_i ;
   assign din_shl         = (num_bytes - ({1'b0,num_bytes_taken_from_fifo} & {NUM_BYTES_TAKEN_W{data_valid}}));
   assign input_data_mask = input_data_valid ? {(DATA_IN_BYTES_W*8){1'b1}} >> ((DATA_IN_BYTES_W-num_bytes_in)*8) : {FIFO_BYTE_W*8{1'b0}};
   assign data_shl        = (input_data & input_data_mask) << (din_shl*8);
   always @(*)
    if (sync_rst) 
      data_fifo_in = {(FIFO_BYTE_W*8){1'b0}};
    else 
      data_fifo_in = (data_fifo_shr | data_shl);  
   always @(posedge clk or negedge rst_n)
     if (~rst_n)
       data_fifo <= 'b0;
     else if (input_data_valid | data_valid | sync_rst)            
       data_fifo <= #(0.1) data_fifo_in ;
   assign data = data_fifo[(DATA_OUT_BYTE_W*8)-1:0];
   assign data_valid = (num_bytes_taken_from_fifo=={NUM_BYTES_TAKEN_W{1'b0}}) ? 1'b0: (num_bytes>=num_bytes_taken_from_fifo & num_bytes!={ADD_W{1'b0}});
   assign data_fifo_shr =   ~data_valid ? data_fifo : data_fifo >> (num_bytes_taken_from_fifo*8);
endmodule

===== ./run.sh =====
#!/bin/bash
# OpenROAD 26Q1-2900-gdf79404cd8, Yosys 0.63+post, stock flow scripts
make -C /OpenROAD-flow-scripts/flow DESIGN_CONFIG=/design/flow/config.mk WORK_HOME=/design/flow/orfs finish

===== ./config.mk =====
export PLATFORM = sky130hd
export DESIGN_NAME = byte_fifo
export DESIGN_NICKNAME = byte_fifo
export VERILOG_FILES = /design/flow/design.v
export SDC_FILE = /design/flow/constraint.sdc
export NUM_CORES = 4
export LEC_CHECK = 1
export CORE_UTILIZATION = 30

===== ./constraint.sdc =====
current_design byte_fifo

set clk_period 30.9
set clk_io_pct 0.2

create_clock -name clk0 -period $clk_period [get_ports {clk}]

set non_clock_inputs [all_inputs -no_clocks]
set_input_delay [expr $clk_period * $clk_io_pct] -clock clk0 $non_clock_inputs
set_output_delay [expr $clk_period * $clk_io_pct] -clock clk0 [all_outputs]

==> results.yml <==
# generated from flow reports
synth:
  postSynth.asyncResetShare_pct: 100.0
  simple_gate_share_pct: 15.95
  synth_warnings: 1
  aoi_share_pct: 31.61
  synth-main-ff-cell: "dfrtp_1"
  synth.area.top_cells: "dfrtp_1 (19%), mux4_2 (15%), mux2i_1 (7.0%), nand2_1 (6.9%), a21oi_1 (4.5%)"
  synth-seq-cells: 262
  ys_seq_share_pct: 19.07
  synth_dominant_cell_count: "nand2_1"
  yosysTopAreaCell: "dfrtp_1"
  syn_area_per_cell_sq_um: 7.994
  common_cells: "nand2_1 (634), nor2_1 (379), clkbuf_1 (313)"
  synthesis.area_sq_um: 34370
  postSynthCellCount: 4300
  synth-edff-count: 0
  synth_cell_types: 91
  fa_ha_area_share_pct: 1.041
  synthTopLogicFamily: "AND-OR/OR-AND gates"
  top_area_share_pct: 19.07
  ys_cells: 4300
  ys_chip_area_sq_um: 34370
  synth.area.mux_share_pct: 23.69
  xor_share_pct: 0.3312
power:
  power_density_nw_per_um2: 133.4
  leakagePower_nw: 14.23
  peakVddDrop_uv: 118.1
timing:
  tns_ps: 0
  whs_ps: 538.7
  hold_viol: 0
  relSlewSlack_pct: 22.51
  rsz0062_at_grt: "false"
  worst_slew_pin_slew_ps: 1130
  drv_slew: 0
  period_used_pct: 50.52
  fin_skew_ps: 25.01
  finalSetupViolCount: 0
  period_needed_ps: 15610
  max_freq_mhz: 64.06
finish:
  drive_above_1_share_pct: 14.06
  utilization_pct: 34.54
  nFillCells: 11720
  syn_to_final_growth_pct: 13.66
critical_path:
  cp-start-kind: "input port"
  cp_cell_sequence: "buf_8 -> clkinv_2 -> ha_1 -> a21o_1 -> a21oi_1 -> o21ai_0 -> nand2_4 -> inv_4 -> clkdlybuf4s50_1"
  cpPeakStageDelay_ps: 520
  endpoint_kind: "output pin"
  rrSetupSlack_ps: 23290
  critical_path_arrival_ps: 9430
  cp.required_ps: 24720
  cp_slowest_cell: "clkdlybuf4s50_1"
  cp_top_family: "buffers and inverters"
  r2r-end: "data_fifo[149]"
  crit_type: "input port to output pin"
  r2r-start: "num_bytes[0]"
  rr_worst_depth: 20
  critPathMaxFanout: 53
  path_buffers: 4
route:
  drc: 0
  vias: 40020
  postRouteAntennaNets: 0
  first_pass_iters: 9
  drt_iter0_markers: 5679
  wl_per_cell_um: 37.33
  routed_via_density: 6.954
  drt-total-wl_um: 214800
die:
  fp_util_pct: 30.39
  io_pins: 277
  die_w_um: 340.5
  core_area_sq_um: 113100
  die_height_um: 340.5
  dieArea_sq_um: 115900
  row_count: 123
min_path:
  hold_path_end: "data_fifo[3]"
  hp-class: "flop to flop"
  hp-start: "data_fifo[3]"
  min_path_cells: 1
clock_tree:
  cts_setup_buffers: 0
  clk_pin_slew_ps: 50
  clk_path_buf_depth: 3
  numClockSinks: 262
  cts_hold_buf: 0
  cts_tree: "yes"
  cts_max_level: 2
  cts_inserted_buffers: 34
  ctsResizeCount: 0
  cts_root_buf: "clkbuf_16"
  clock_latency_ps: 590
status:
  outcome: "complete, no violations"
run:
  drv_cap: 0
  warning_count: 34
grt:
  grt.overflow.total: 0
  grt_max_degree: 116
  grt_usage_pct: 37.12
  grt_pass1_vias: 36910
  antenna_found_initial: 4
  grt_first_pass_wirelength_um: 298500
placement:
  hpwl_um: 161000
  io_buffers: 276
  globalplace.congestion: 1.085
-- worst max-delay path by stage --
| stage | startpoint | to | slack (ps) | depth (start not counted) |
|---|---|---|---|---|
| finish | num_bytes_taken_from_fifo[1] | data_valid | 15290 | 9 |
| global route | num_bytes_taken_from_fifo[1] | data_valid | 15180 | 9 |
| CTS | num_bytes_taken_from_fifo[1] | data_valid | 15360 | 9 |
-- logic make-up (layout without fill, tap and decap cells) --
kind of cell | after synthesis | count (layout)
multiplexers | 528 | 528
XOR/XNOR | 13 | 13
AND-OR/OR-AND | 1562 | 1562
other | 0 | 3
adder cells (fa/ha/maj) | 25 | 25
buffers and inverters | 609 | 561
AND/OR/NAND/NOR | 1301 | 1301
flip-flops | 262 | 262
-- stage by stage --
step | cell area, sq um | setup slack [ps] | std cells | power [mW]
after CTS | 39060 | 15360 | 5752 | 4.941
after detailed placement | 37960 | 15360 | 5696 | 4.509
after global routing | 39060 | 15180 | 5752 | 5.304
after global placement | 37960 | 15410 | 5696 | 4.521
final | 39070 | 15290 | 5755 | 5.214
after floorplan | 34370 | 15470 | 4300 | 2.785
-- worst register-to-register path, delay by kind of cell, from the launching register on --
family	cells	cell delay (ps)
AND/OR/NAND/NOR	6	2240
buffers and inverters	5	2150
AND-OR/OR-AND	6	1450
adder cells (fa/ha/maj)	2	740
XOR/XNOR	1	500
flip-flops	1	410
-- per-layer routing --
layer	part of all wire, %	global-route usage [%]	vias up
li1	-	-	16430
met1	40	52.29	19640
met2	39	48.02	3480
met3	17	21.96	460
met4	3.7	10.07	8
met5	0.14	1.757	-
-- layout make-up --
class                      count  area [sq um]  share of cell area, %
clock buffer                  48          1025                  2.623
timing repair buffer         460          4210                  10.78
tap                         1500          1877                  4.804
antenna                        3         7.507                0.01922
multi-input combinational   3429         25130                  64.33
inverter                      45         183.9                 0.4708
clock inverter                 8         76.32                 0.1954
sequential                   262          6556                  16.78
-- flip-flops by register name, indices dropped and copies added, names as in the netlist --
signal     count
num_bytes      6
data_fifo    256
-- where the power goes --
| group | total, mW | internal (mW) | switching (mW) |
|---|---|---|---|
| clock network | 0.420 | 0.238 | 0.181 |
| logic | 4.11 | 1.24 | 2.86 |
| registers | 0.684 | 0.451 | 0.233 |
| total | 5.21 | 1.93 | 3.28 |
-- cells in the final DEF, fill, tap and decap left out, types with 37 or more instances in the layout --
cell type        count
nor2_1             374
mux4_2             222
o32ai_1             42
a22o_1              89
mux2i_1            238
a31oi_1             38
o22ai_1            116
inv_1               37
a22oi_1             98
dfrtp_1            262
buf_4              181
o21ai_0            280
o221ai_1            62
o211ai_1            65
a211oi_1            85
nand3_1             46
nor3_1             100
nand2_1            632
a21oi_1            306
mux2_2              65
clkdlybuf4s50_1    269
a221oi_1            58
Power figures rest on the tool's default switching activity, not on a simulated workload.
